$ cat design/flow/constraint.sdc
current_design Debounce

set clk_period 3.0
set clk_io_pct 0.2

create_clock -name clk0 -period $clk_period [get_ports {clk}]

set non_clock_inputs [all_inputs -no_clocks]
set_input_delay [expr $clk_period * $clk_io_pct] -clock clk0 $non_clock_inputs
set_output_delay [expr $clk_period * $clk_io_pct] -clock clk0 [all_outputs]
$ cat design/flow/run.sh
#!/bin/bash
# OpenROAD 26Q1-2900-gdf79404cd8, Yosys 0.63+post, stock flow scripts
make -C /OpenROAD-flow-scripts/flow DESIGN_CONFIG=/design/flow/config.mk WORK_HOME=/design/flow/orfs finish
$ cat design/flow/design.v
module Debounce(
    input clk, 
    input Button,
    output reg out 
);
reg previous_state;
reg [24:0]Count;  
always @(posedge clk) begin  	 
   if (Button && Button != previous_state && &Count) begin		 
    out <= 1'b1;					 
	 Count <= 0;
	 previous_state <= 1;
  end 
  else if (Button && Button != previous_state) begin
	 out <= 1'b0;
	 Count <= Count + 1'b1;
  end 
  else begin
	 out <= 1'b0;
	 previous_state <= Button;
  end
end  
endmodule
$ cat design/flow/config.mk
export PLATFORM = sky130hd
export DESIGN_NAME = Debounce
export DESIGN_NICKNAME = Debounce
export VERILOG_FILES = /design/flow/design.v
export SDC_FILE = /design/flow/constraint.sdc
export NUM_CORES = 4
export LEC_CHECK = 1
export CORE_AREA = 10 10 88 88
export DIE_AREA = 0 0 98 98
==> flow.log <==
[flow] final metrics
[metrics] Floorplan Core Area: 5921 sq um
[metrics] Non-Filler Instances: 207
[metrics] H-tree level count: 1
[metrics] wire length per cell: 9.517 microns
[metrics] mean post-synth cell area: 9.573 sq um
[metrics] Finished Cell Area: 1364 sq um
[metrics] clk latency late pin: 260 ps
[metrics] cell type of the slowest stage on the worst timing path: sky130_fd_sc_hd__or4_4
[metrics] Crit path buffers/inverters: 1
[metrics] Power Density: 570.6 nW/um^2
[metrics] number of warning messages in the logs: 25
[metrics] delay-heaviest family, CP: simple AND/OR/NAND/NOR gates
[metrics] hold buffer count at CTS: 0
[metrics] CP Cell Sequence: clkdlybuf4s50_1, nand3b_4, or4_4, or4_1, a21oi_1
[metrics] final setup fails: 0
[metrics] number of max-slew violations in the final report: 0
[metrics] RSZ-0062 raised after global routing: no
[metrics] combinational gate area: 645.6 sq um
[metrics] die footprint: 9604 sq um
[metrics] number of DRC markers in iteration 0: 41
[metrics] number of max-cap violations: 0
[metrics] final worst path period need: 2349 ps
[metrics] IO Port Bufs: 2
[metrics] number of standard-cell rows in the floorplan: 28
[metrics] Top-area cell share: 44.81%
[metrics] number of antenna violations at the first check in global routing: 0
[metrics] clock root buffer master: sky130_fd_sc_hd__clkbuf_8
[metrics] final weighted congestion of routability-driven global placement: 0.7848
[metrics] Placed Cells incl. Taps: 203
[metrics] WS Path Type: input port to flop
[metrics] clock tree from TritonCTS: done
[metrics] worst path arrival time: 2550 ps
[metrics] fraction of the yosys area taken by sequential cells: 44.81%
[metrics] worst max-slew margin expressed relative to the limit: 73.65%
[metrics] Worst Hold Class: flop to flop
[metrics] crit share post-route: 78.30%
[metrics] sinks on the clock net: 27
[metrics] final setup margin: 651.1 ps
[metrics] required time of the worst setup path: 3200 ps
[metrics] vertical die dimension: 98 microns
[metrics] residual DRC count: 0
[metrics] DPL Wire Length: 1418 microns
[metrics] I/O pin count: 3
[metrics] Highest Clock Rate: 0.4257 GHz
[metrics] slew at the pin closest to its max-slew limit: 394.1 ps
[metrics] routed via count: 850
[metrics] post-detailed-route count of antenna-violating nets: 0
[metrics] overall track demand over capacity in global routing: 4.110%
[metrics] vias in the first global route: 811
[metrics] largest fanout on the critical path: 11
[metrics] Synth area leaders: sky130_fd_sc_hd__dfxtp_1 (45%), sky130_fd_sc_hd__xnor2_1 (11%), sky130_fd_sc_hd__nand2_1 (4.4%)
[metrics] skew final: 2.227 ps
[metrics] Yosys Instances: 126
[metrics] leftover overflow at the end of global routing: 0
[metrics] fin util: 23.03%
[metrics] worst vdd rail ir drop: 0.1796 mV
[metrics] slowest stage delay, CP: 620 ps
[metrics] cells resized by post-CTS repair: 0
[metrics] type of origin of the critical path: input port
[metrics] Critical Path End Type: flop
[metrics] clock edge transition at the registers on the reported setup and hold paths: 90 ps
[metrics] outcome: complete, no violations
[metrics] number of warnings printed during yosys synthesis: 1
[metrics] chip area estimate from yosys synthesis: 1206 sq um
[metrics] die x size: 98 microns
[metrics] final WL: 1970 microns
[metrics] buffer depth of the longest clock path: 2
[metrics] accumulated negative setup slack: 0 ps
[metrics] instance tally after logic synthesis: 126
[metrics] dpl cell area: 1319 sq um
[metrics] number of fill cells: 624
[metrics] total clock buffers created by CTS: 3
[metrics] Hold Violations, Final: 0
[metrics] fraction of layout instances using a drive strength above 1: 9.848%
[metrics] FP Util: 20.37%
[metrics] Register Area: 540.5 sq um
[metrics] ant diodes: 0
[metrics] cell area after technology mapping: 1206 sq um
[metrics] post-synth cell types: 34
[metrics] largest area contributor in the netlist: sky130_fd_sc_hd__dfxtp_1
[metrics] most frequent cells in the layout: sky130_fd_sc_hd__dfxtp_1 (27), sky130_fd_sc_hd__xnor2_1 (15), sky130_fd_sc_hd__nand2_1 (14)
[metrics] router iterations before antenna repair: 4
[metrics] global-route wire length before repair: 3512 microns
[metrics] area added between synthesis and finish: 13.07%
[metrics] via/cell ratio: 4.106
[metrics] register bit count reported by yosys: 27
[metrics] setup slack at placement: 373.9 ps
[metrics] top logic cell by instance count in the layout: sky130_fd_sc_hd__dfxtp_1
[metrics] number of setup buffers added after CTS: 0
[metrics] P_leak: 0.4772 nW
[metrics] largest net degree at the start of global routing: 15
## worst register-to-register path: cells and delay by family (launching register included)
kind             cells  cell delay (ps)
AND-OR/OR-AND        1              140
flip-flops           1              420
AND/OR/NAND/NOR      3             1300
## logic make-up after synthesis
group                    count (synthesis)  share of synthesized area, %
XOR/XNOR                                19                         13.80
adder cells (fa/ha/maj)                  1                         1.037
multiplexers                             1                        0.8299
AND-OR/OR-AND                           11                         5.810
AND/OR/NAND/NOR                         64                         32.05
flip-flops                              27                         44.81
buffers and inverters                    3                         1.659
## sequential cells by signal, indices dropped and copies added (netlist names)
| name | cells |
|---|---|
| Count | 25 |
| previous_state | 1 |
| out | 1 |
## synth_stat cells (all sizes together)
cell type and number:
dfxtp 27, xnor2 15, nand2 14, nor2 12
nand4 9, a21oi 4, nand3 4, nor3 4
nor4 4, o21ai 4, or3 4, xor2 4
and3 3, or4 3, buf 2, a21o 1
and2 1, and4 1, and4b 1, ha 1
inv 1, mux2i 1, nand3b 1, nand4b 1
nor2b 1, nor4b 1, o211ai 1, o31ai 1
## worst paths after layout
path             start        end  slack [ps]  cells past startpoint
max             Button  Count[21]         650                      5
min          Count[18]  Count[18]         490                      1
max reg2reg   Count[8]  Count[21]        1080                      4
min reg2reg  Count[18]  Count[18]         490                      1
## where the power goes
group | internal [W] | leakage, nW | switching, W
Clock | 0.0000949 | 0.0228 | 0.000107
Sequential | 0.000407 | 0.220 | 0.0000570
Combinational | 0.0000608 | 0.235 | 0.0000518
Total | 0.000563 | 0.477 | 0.000216
## metrics by stage
stage / hold WS (ps) / power (W)
floorplan: 448.4 / 0.0005599
global placement: 471.0 / 0.0005828
detailed placement: 473.3 / 0.0005859
CTS: 491.3 / 0.0007912
global route: 525.1 / 0.0008263
finish: 489.9 / 0.0007782
## metal layers
metal | vias up | track usage, % | share of wire (%)
met4 | 0 | 0.6711 | 0.96
met1 | 380 | 5.809 | 54
met3 | 2 | 0.8535 | 2.7
li1 | 463 | - | -
met5 | - | 0 | 0
met2 | 5 | 6.396 | 42
## area by class of cell
type / count / area share [%]
multi-input cells: 96 / 47.34
flip-flops and latches: 27 / 39.63
repair buffers: 4 / 2.569
well taps: 75 / 6.881
inverters: 1 / 0.2752
clock buffers: 4 / 3.303
Power figures rest on the tool's default switching activity, not on a simulated workload.
